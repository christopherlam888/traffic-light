==> ./run.sh <==
#!/bin/bash
# OpenROAD 26Q1-2900-gdf79404cd8, Yosys 0.63+post, stock flow scripts
make -C /OpenROAD-flow-scripts/flow DESIGN_CONFIG=/design/flow/config.mk WORK_HOME=/design/flow/orfs finish
==> ./config.mk <==
export PLATFORM = sky130hd
export DESIGN_NAME = traffic_light
export DESIGN_NICKNAME = traffic_light
export VERILOG_FILES = /design/flow/design.v
export SDC_FILE = /design/flow/constraint.sdc
export NUM_CORES = 4
export LEC_CHECK = 1
export CORE_UTILIZATION = 30
==> ./design.v <==
module clock_divider #(
  parameter COUNT_WIDTH = 24,
  parameter [COUNT_WIDTH:0] MAX_COUNT = 6000000 - 1
) (
  input clk,
  input rst,
  output reg out
);
  reg div_clk;
  reg [COUNT_WIDTH:0] count;
  always @ (posedge clk or posedge rst) begin
    if (rst == 1'b1) begin
      count <= 0;
      out <= 0;
    end else if (count == MAX_COUNT) begin
      count <= 0;
      out <= ~out;
    end else begin
      count <= count + 1;
    end
  end
endmodule
module counter #(
    parameter COUNT_UP = 1'b1,     
    parameter MAX_COUNT = 4'hF     
) (
    input clk,
    input rst,
    input go,
    output reg [3:0] out,
    output reg done
);
    localparam STATE_IDLE = 1'd0;
    localparam STATE_COUNTING = 1'd1;
    reg state;
    always @ (posedge clk or posedge rst) begin
        if (rst == 1'b1) begin
            state <= STATE_IDLE;
        end else begin
            case (state)
                STATE_IDLE: begin
                    done <= 1'b0;
                    if (go == 1'b1) begin
                        state <= STATE_COUNTING;
                    end
                end
                STATE_COUNTING: begin
                    if (COUNT_UP == 1'b1 && out == MAX_COUNT) begin
                        done <= 1'b1;
                        state <= STATE_IDLE;
                    end else if (COUNT_UP == 1'b0 && out == 0) begin
                        done <= 1'b1;
                        state <= STATE_IDLE;
                    end
                end
                default: state <= STATE_IDLE;
            endcase
        end
    end
    always @ (posedge clk or posedge rst) begin
        if (rst == 1'b1) begin
            out <= 4'h0;
        end else begin
            case (state)
                STATE_IDLE: begin
                    if (COUNT_UP == 1'b1) begin
                        out <= 4'h0;
                    end else begin
                        out <= MAX_COUNT;
                    end
                end
                STATE_COUNTING: begin
                    if (COUNT_UP == 1'b1) begin
                        if (out != MAX_COUNT) out <= out + 1;
                    end else begin
                        if (out != 4'h0) out <= out - 1;
                    end
                end
                default: out <= out;
            endcase
        end
    end
endmodule
module frequency_generator #(
  parameter FREQUENCY = 440
) (
  input clk,
  output reg toggle
);
  reg [23:0] count = 0;
  reg [23:0] target = 12_000_000 / FREQUENCY;  
  always @(posedge clk) begin
    if (count >= target) begin
      toggle <= ~toggle;  
      count <= 0;  
    end else begin
      count <= count + 1;  
    end
  end
endmodule
module traffic_light (
  input clk,
  input off_btn,
  input rst_btn,
  input ped_btn,
  output reg led_r,
  output reg led_y,
  output reg led_g,
  output reg buzzer
);
  localparam STATE_OFF = 2'b00;
  localparam STATE_RED = 2'b01;
  localparam STATE_YELLOW = 2'b10;
  localparam STATE_GREEN = 2'b11;
  reg off, rst, ped;
  reg rst_clk = 1'b0;
  reg rst_cnt = 1'b0;
  wire div_clk;
  wire [3:0] count_out_r;
  wire [3:0] count_out_y;
  wire [3:0] count_out_g;
  wire count_done_r;
  wire count_done_y;
  wire count_done_g;
  wire buzzer_toggle;
  reg [1:0] state = STATE_RED;
  reg init_go = 1'b1;
  reg [23:0] beep_count = 0;
  reg ped_present = 1'b0;
  always @(posedge clk) begin
    off <= ~off_btn;
    rst <= ~rst_btn;
    ped <= ~ped_btn;
  end
  clock_divider #(.COUNT_WIDTH(24), .MAX_COUNT(1500000 - 1)) div (
    .clk(clk),
    .rst(rst_clk),
    .out(div_clk)
  );
  counter #(.COUNT_UP(1), .MAX_COUNT(4'h8)) count_r (
    .clk(div_clk),
    .rst(rst_cnt),
    .go(init_go | count_done_y),
    .out(count_out_r),
    .done(count_done_r)
  );
  counter #(.COUNT_UP(1), .MAX_COUNT(4'h2)) count_y (
    .clk(div_clk),
    .rst(rst_cnt),
    .go(count_done_g),
    .out(count_out_y),
    .done(count_done_y)
  );
  counter #(.COUNT_UP(1), .MAX_COUNT(4'h8)) count_g (
    .clk(div_clk),
    .rst(rst_cnt),
    .go(count_done_r),
    .out(count_out_g),
    .done(count_done_g)
  );
  frequency_generator #(.FREQUENCY(440)) div_buzzer (
    .clk(clk),
    .toggle(buzzer_toggle)
  );
  always @(posedge div_clk) begin
    if (off == 1'b1) begin
      state <= STATE_OFF;
    end else if (rst == 1'b1) begin
      state <= STATE_RED;
      init_go <= 1'b1;
      rst_cnt <= 1'b1;
      ped_present <= 1'b0;
    end else if (ped == 1'b1) begin
      ped_present <= 1'b1;
    end else begin
      rst_cnt <= 1'b0;
      case (state)
        STATE_RED:
          if (count_done_r) begin
            state <= STATE_GREEN;
            if (init_go)
              init_go <= 1'b0;
          end
        STATE_YELLOW:
          if (count_done_y) begin
            state <= STATE_RED;
          end
        STATE_GREEN: begin
          if (count_done_g) begin
            state <= STATE_YELLOW;
            ped_present <= 1'b0;
          end
        end
        default:
          state <= STATE_OFF;
      endcase
    end
  end
  always @(posedge div_clk) begin
    case (state)
      STATE_OFF:
        {led_r, led_y, led_g} <= 3'b000;
      STATE_RED: 
        {led_r, led_y, led_g} <= 3'b100;
      STATE_YELLOW:
        {led_r, led_y, led_g} <= 3'b010;
      STATE_GREEN: 
        {led_r, led_y, led_g} <= 3'b001;
      default:
        {led_r, led_y, led_g} <= 3'b000;
    endcase
  end
  always @(posedge clk) begin
    if (state == STATE_GREEN && ped_present == 1'b1) begin
      if (beep_count >= 6000000) begin
        buzzer <= buzzer_toggle;
        if (beep_count >= 9000000)
          beep_count <= 0;
        else
          beep_count <= beep_count + 1;
      end else begin
        buzzer <= 1'b0;
        beep_count <= beep_count + 1;
      end
    end else begin
      buzzer <= 1'b0;
      beep_count <= 0;
    end
  end
endmodule
==> ./constraint.sdc <==
current_design traffic_light

set clk_period 3.4
set clk_io_pct 0.2

create_clock -name clk0 -period $clk_period [get_ports {clk}]

set non_clock_inputs [all_inputs -no_clocks]
set_input_delay [expr $clk_period * $clk_io_pct] -clock clk0 $non_clock_inputs
set_output_delay [expr $clk_period * $clk_io_pct] -clock clk0 [all_outputs]
==> Slide: Implementation Results <==
Run Summary

Power
  – NetSw: 363 uW
  – Clock power share: 50.9%
  – Switching part of the total: 18.7%
  – Worst VDD drop: 244 uV
  – Leakage: 1.85 nW
  – Combinational power share: 0.6%
  – Cell Pwr Density: 378 nW/um^2
  – Reg power frac: 48.5%
  – P_int: 1.58 mW

Critical path
  – Worst EP required: 3.62 ns
  – Worst R2R Setup Slack: 1.48 ns
  – Setup CP Type: reg -> reg
  – Reg2Reg Depth: 5
  – CP Max Fanout: 14
  – Critical path arrival: 2.14 ns
  – CP Capture Type: flop
  – Startpoint types: flop
  – Critical Path End: div.count[15]$_SDFF_PN0_
  – Reg2reg end: div.count[15]$_SDFF_PN0_
  – Worst Setup SP: div.count[19]$_SDFF_PN0_
  – Worst r2r src: div.count[19]$_SDFF_PN0_

Cells and area
  – Finished Cell Area: 5140 um^2
  – Reg area: 2260 um^2
  – Area delta synth->final: 12.9%
  – Top cell excl fill/tap: dfxtp_1
  – # fillers: 1,419
  – Final core occ: 35.0%
  – Commonest non-fill, non-tap cells in the layout: dfxtp_1, nor2_1, nand3_1
  – Comb area: 2170 um^2
  – Layout cell share with drive strength beyond 1: 7.80%

Clock tree
  – H-tree depth: 3
  – CTS Buf Count: 9
  – Late-Pin Clk Latency: 0.33 ns
  – Cts hold-fix bufs: 0
  – Setup Buffers After CTS: 0
  – Reg clk slew, reported paths: 0.06 ns
  – Resize count post-CTS: 0
  – Root Driver: clkbuf_16
  – CTS tree: done
  – Max clock buf depth: 2

Die
  – Die Size: 15,700 um^2
  – Fp util: 31.0%
  – Rows: 44
  – Die Span Y: 125 um
  – Die W: 125 um
  – I/O pin count: 8
  – Core area: 14,700 um^2

Synthesis
  – Synth Seq Share: 49.5%
  – Asr flop ratio synth: 14.3%
  – Cell Type Count: 59
  – Cells after Synth: 463
  – Yosys Instances: 463
  – Syn avg cell area: 9.84 um^2
  – Ys Warns: 5
  – Cell Area, Synth: 4560 um^2
  – Yosys Chip Area: 4560 um^2
  – Most common reg cell: dfxtp_1
  – Flip-flops with a built-in enable: 8
  – Synth flops: 105

Timing
  – Setup TNS: 0 ns
  – Endpoints failing hold: 0
  – Period utilization: 56.4%
  – Register pins left without a clock: 26
  – Slew Viols, Final: 0
  – Endpoints left unconstrained: 35
  – Slew margin rel.: 50.8%
  – Hold WS: 0.450 ns
  – RSZ-0062 raised after global routing: false
  – Worst Tran Pin Value: 0.737 ns
  – Crit path time final: 1.92 ns
  – Fmax: 521 MHz
  – Final setup viols: 0
  – Clk_skew: 0.00631 ns

Global routing
  – First-pass GRT wire length: 12,600 um
  – Global route overflow: 0
  – Global-route usage over all layers: 9.59%
  – Initial antenna violation count: 0
  – Largest net degree at the start of global routing: 28
  – Vias in the first global route: 2,880

Route
  – Drt wl/cell: 10.3 um
  – ANT nets after route: 0
  – Vias: 3,066
  – DRC: 0
  – Vias per cell: 4.57
  – Ant diodes: 0
  – DRT Wirelength: 6900 um
  – Number of DRC markers in iteration 0: 229
  – Drt pass-1 iters: 12

Placement
  – Gp weighted congestion: 0.830
  – I/O Buffers: 7
  – Area after DPL: 4830 um^2
  – Detailed Place HPWL: 4700 um

Worst hold path
  – Hold WC Path Type: reg -> reg
  – WHS Path Cells: 1

Status
  – Status: complete, no violations

Run
  – Max-cap violations: 0
  – Log Warnings: 36
## cell usage after synthesis (all sizes together), types with 2 or more instances
master | instances | share of area, %
o21ai | 6 | 0.66
and2 | 11 | 1.5
a211oi | 2 | 0.33
and3 | 8 | 1.1
nor3b | 2 | 0.33
buf | 4 | 0.91
nand4 | 13 | 1.9
a21boi | 3 | 0.49
nor2 | 65 | 6.0
dfxtp | 82 | 36
nor4b | 3 | 0.58
nor3 | 15 | 2.2
or4 | 2 | 0.41
a21oi | 11 | 1.3
inv | 29 | 2.4
or3 | 3 | 0.41
xnor2 | 28 | 5.4
dfrtp | 15 | 8.2
xor2 | 30 | 5.8
edfxtp | 8 | 5.3
nor2b | 6 | 0.82
nand3 | 34 | 3.7
ha | 17 | 4.7
mux2i | 6 | 1.3
nand2b | 2 | 0.27
and4 | 3 | 0.60
or2 | 2 | 0.27
clkbuf | 3 | 0.27
nor4 | 5 | 0.82
nand2 | 28 | 2.3
## registers in the layout, summed over array words and instances (netlist names), 2 cells and up
name / count
div_buzzer.count: 24
count_g.out: 4
beep_count: 24
div.count: 25
count_y.out: 4
count_r.out: 4
state: 2
## power by group through the flow
stage                 Clock, mW  Combinational [mW]  Sequential (mW)
after CTS                  1.02              0.0122            0.943
after global routing       1.07              0.0139            0.944
final                     0.988              0.0118            0.943
## how the worst min path moves through the flow
stage / endpoint / from / slack [ns]
CTS: div.count[24]$_SDFF_PN0_ / div.count[24]$_SDFF_PN0_ / 0.45
global route: div.count[24]$_SDFF_PN0_ / div.count[24]$_SDFF_PN0_ / 0.47
finish: div.count[24]$_SDFF_PN0_ / div.count[24]$_SDFF_PN0_ / 0.45
## metal layers
metal / vias up / share of wire, % / GRT usage [%]
li1: 1589 / - / -
met1: 1419 / 52 / 14.4
met2: 44 / 43 / 14.8
met3: 14 / 3.6 / 2.14
met4: 0 / 1.8 / 1.36
met5: - / 0 / 0
## stage by stage
step           power, mW  worst slack (ns)  std cells
3_3_place_gp       0.975              1.55        655
4_1_cts             1.98              1.48        671
6_report            1.94              1.48        671
2_1_floorplan      0.970              1.76        471
3_5_place_dp       0.976              1.49        655
5_1_grt             2.02              1.25        671
## final cells by class
type | count | area share [%]
inverter | 29 | 2.12
timing repair buffer | 7 | 1.36
multi-input combinational | 330 | 42.1
sequential | 105 | 43.9
clock buffer | 9 | 4.38
tap | 184 | 4.47
clock inverter | 7 | 1.70
## logic make-up (layout without fill, tap and decap cells)
logic type / Yosys count / in the layout / synth area share (%)
adders and majority gates: 17 / 17 / 4.67
xor gates and xnor gates: 58 / 58 / 11.2
muxes: 7 / 7 / 1.57
other: 1 / 9 / 0.0823
and+or+nand+nor: 205 / 205 / 23.9
AOI/OAI and AO/OA: 34 / 34 / 5.52
DFF: 105 / 105 / 49.5
buffers and inverters: 36 / 52 / 3.57
## critical path: stages (launching register included)
cell	delay (ns)
dfxtp_1	0.33
or4_1	0.54
nor3_1	0.15
and4_1	0.54
o21a_1	0.20
mux2i_1	0.06
Power figures rest on the tool's default switching activity, not on a simulated workload.
